$ cat flow/design.v
module BankedMem(
    input clk,
    input writeEn,
    input [31:0] address,
    input [31:0] writeData,
    output [31:0] readData,
);
reg [7:0] b0 [0:1023];
reg [7:0] b1 [0:1023];
reg [7:0] b2 [0:1023];
reg [7:0] b3 [0:1023];
wire [9:0] wordAddr;
assign wordAddr = address[11:2];
assign readData = {b3[wordAddr], b2[wordAddr], b1[wordAddr], b0[wordAddr]};
always @(posedge clk) begin 
    if(writeEn) begin
        b0[wordAddr] <= writeData[7:0];
        b1[wordAddr] <= writeData[15:8];
        b2[wordAddr] <= writeData[23:16];
        b3[wordAddr] <= writeData[31:24];
    end
end
endmodule 
$ cat flow/run.sh
#!/bin/bash
# OpenROAD 26Q1-2900-gdf79404cd8, Yosys 0.63+post, stock flow scripts
make -C /OpenROAD-flow-scripts/flow DESIGN_CONFIG=/design/flow/config.mk WORK_HOME=/design/flow/orfs finish
$ cat flow/config.mk
export PLATFORM = sky130hd
export DESIGN_NAME = BankedMem
export DESIGN_NICKNAME = BankedMem
export VERILOG_FILES = /design/flow/design.v
export SDC_FILE = /design/flow/constraint.sdc
export NUM_CORES = 4
export LEC_CHECK = 1
export CORE_UTILIZATION = 30
export SYNTH_MEMORY_MAX_BITS = 65536
$ cat flow/constraint.sdc
current_design BankedMem

set clk_period 185.0
set clk_io_pct 0.2

create_clock -name clk0 -period $clk_period [get_ports {clk}]

set non_clock_inputs [all_inputs -no_clocks]
set_input_delay [expr $clk_period * $clk_io_pct] -clock clk0 $non_clock_inputs
set_output_delay [expr $clk_period * $clk_io_pct] -clock clk0 [all_outputs]
==> flow_summary.html <==
<h2>Implementation results</h2>
<table>
<tr><th>Metric</th><th>Value</th></tr>
<tr><th colspan="2">Drt</th></tr>
<tr><td>Number of nets with antenna violations after routing</td><td>0</td></tr>
<tr><td>Per-cell routed wire length</td><td>31.6 microns</td></tr>
<tr><td>DRC violation count after routing</td><td>0</td></tr>
<tr><td>Count of vias placed by the detailed router</td><td>634000</td></tr>
<tr><td>Routed via count divided by cell count</td><td>5.12</td></tr>
<tr><td>Sum of routed wire length over all layers</td><td>3910000 microns</td></tr>
<tr><td>TritonRoute pass-1 iters</td><td>6</td></tr>
<tr><td>Iter 0 DRT Violations</td><td>42800</td></tr>
<tr><th colspan="2">CTS</th></tr>
<tr><td>Clk sinks</td><td>32800</td></tr>
<tr><td>Max Root-Sink Buffers</td><td>6</td></tr>
<tr><td>Clock tree from TritonCTS</td><td>built</td></tr>
<tr><td>Number of gates resized after CTS</td><td>0</td></tr>
<tr><td>Clock-pin slew of the registers on the worst-case setup and hold paths</td><td>60 ps</td></tr>
<tr><td>Hold buffer count at CTS</td><td>0</td></tr>
<tr><td>Post-CTS Setup Inserts</td><td>0</td></tr>
<tr><td>Clk root buf</td><td>clkbuf_16</td></tr>
<tr><td>Total clock buffers created by CTS</td><td>3214</td></tr>
<tr><td>Number of H-tree levels</td><td>8</td></tr>
<tr><th colspan="2">Outcome</th></tr>
<tr><td>Run status</td><td>completed</td></tr>
<tr><th colspan="2">Synth</th></tr>
<tr><td>Post-synthesis sequential element count</td><td>32800</td></tr>
<tr><td>Yosys cell count</td><td>61800</td></tr>
<tr><td>Most used DFF post-synth</td><td>edfxtp_1</td></tr>
<tr><td>Yosys warnings</td><td>1</td></tr>
<tr><td>Flip-flops with a built-in enable</td><td>32800</td></tr>
<tr><td>Synthesized area divided by synthesized cell count</td><td>20.1 sq um</td></tr>
<tr><td>Fraction of the yosys area taken by sequential cells</td><td>79.0%</td></tr>
<tr><td>Share of flip-flops with an asynchronous set or reset after synthesis</td><td>0%</td></tr>
<tr><td>Number of distinct library cells after synthesis</td><td>69</td></tr>
<tr><td>Area figure in the yosys stat output</td><td>1250000 sq um</td></tr>
<tr><td>Post-synthesis instance total</td><td>61800</td></tr>
<tr><td>Netlist area before placement</td><td>1250000 sq um</td></tr>
<tr><th colspan="2">Global route</th></tr>
<tr><td>Global-route usage over all layers</td><td>19.8%</td></tr>
<tr><td>Vias in the first global route</td><td>669000</td></tr>
<tr><td>Initial antenna violation count</td><td>341</td></tr>
<tr><td>Pin count of the biggest net entering global routing</td><td>133</td></tr>
<tr><td>Wire length of the first global-routing pass</td><td>5320000 microns</td></tr>
<tr><td>Total global routing overflow</td><td>0</td></tr>
<tr><th colspan="2">Floorplanning</th></tr>
<tr><td>Die Span X</td><td>2040 microns</td></tr>
<tr><td>Share of the core filled by cells before placement</td><td>30.1%</td></tr>
<tr><td>Die y size</td><td>2040 microns</td></tr>
<tr><td>I/O pin count</td><td>98</td></tr>
<tr><td>FP Rows</td><td>748</td></tr>
<tr><td>Area of the die</td><td>4160000 sq um</td></tr>
<tr><td>Floorplan Core Area</td><td>4150000 sq um</td></tr>
<tr><th colspan="2">Final timing</th></tr>
<tr><td>Hold violation count in the final report</td><td>0</td></tr>
<tr><td>Unrepaired setup endpoints after global routing</td><td>no</td></tr>
<tr><td>Pin slew with the least headroom to its limit</td><td>1450 ps</td></tr>
<tr><td>Final-layout setup total negative slack</td><td>0 ps</td></tr>
<tr><td>Final setup fails</td><td>0</td></tr>
<tr><td>Final period utilization</td><td>46.3%</td></tr>
<tr><td>Max Clock Freq</td><td>0.0117 GHz</td></tr>
<tr><td>Min Tclk post-route</td><td>85650 ps</td></tr>
<tr><td>Headroom to the max-slew limit</td><td>2.61%</td></tr>
<tr><td>Final tally of max-slew violations</td><td>0</td></tr>
<tr><th colspan="2">Pwr</th></tr>
<tr><td>Final Power</td><td>0.0152 W</td></tr>
<tr><td>Leak Pwr</td><td>466 nW</td></tr>
<tr><td>Cell Pwr Density</td><td>10.5 nW/um^2</td></tr>
<tr><td>Peak supply drop</td><td>0.0000122 V</td></tr>
<tr><th colspan="2">Hold path</th></tr>
<tr><td>Worst Hold Depth</td><td>1</td></tr>
<tr><td>Sink of the worst hold path</td><td>b3[557][1]$_DFFE_PP_</td></tr>
<tr><td>Worst hold start</td><td>writeData[25]</td></tr>
<tr><td>Class of the tightest hold or removal check</td><td>in2reg</td></tr>
<tr><th colspan="2">Job</th></tr>
<tr><td>Number of warnings in the stage logs</td><td>83</td></tr>
<tr><td>Max-Cap Viols</td><td>0</td></tr>
<tr><th colspan="2">Final layout</th></tr>
<tr><td>Layout cell share with drive strength beyond 1</td><td>18.5%</td></tr>
<tr><td>Final non-filler cell area</td><td>1440000 sq um</td></tr>
<tr><td>Area overhead of the layout relative to synthesis</td><td>15.7%</td></tr>
<tr><th colspan="2">Worst setup path</th></tr>
<tr><td>Worst EP arrival</td><td>48650 ps</td></tr>
<tr><td>Largest driver fanout on the critical path</td><td>85</td></tr>
<tr><td>Required time of the worst setup path</td><td>148000 ps</td></tr>
<tr><td>Endpoint kind of the worst setup timing path</td><td>primary output</td></tr>
<tr><td>Category of the most critical setup path</td><td>in2out</td></tr>
<tr><td>Startpoint type of the worst setup path</td><td>primary input</td></tr>
<tr><th colspan="2">Place</th></tr>
<tr><td>Buffers on Ports</td><td>75</td></tr>
<tr><td>Final weighted congestion of routability-driven global placement</td><td>0.908</td></tr>
<tr><td>Half-perimeter wire length of the detailed placement result</td><td>2340000 microns</td></tr>
<tr><td>Cell area after placement</td><td>1340000 sq um</td></tr>
</table>
==> power breakdown <==
| group | internal (W) | switching, W |
|---|---|---|
| combinational | 0.000222 | 0.000561 |
| clock | 0.00344 | 0.00278 |
| sequential | 0.00817 | 0.000000977 |
| total | 0.0118 | 0.00335 |
==> Yosys cell counts (all sizes together), types with 59 or more instances <==
library cell | instances | area share [%]
nor3 | 241 | 0.097
mux2 | 139 | 0.13
mux2i | 11100 | 8.9
o22ai | 5088 | 2.6
nor4 | 1097 | 0.55
edfxtp | 32800 | 79
a22o | 124 | 0.087
clkbuf | 1700 | 0.51
or4 | 168 | 0.10
o2111ai | 131 | 0.092
a221o | 59 | 0.047
o21ai | 521 | 0.21
o211ai | 70 | 0.042
buf | 2029 | 0.82
nand2 | 897 | 0.27
a311oi | 87 | 0.061
a221oi | 108 | 0.076
a22oi | 719 | 0.43
mux4 | 2922 | 5.3
nor2 | 1355 | 0.41
==> cells by family after synthesis <==
family | synth area share (%)
flip-flops | 79.0
buffers and inverters | 1.34
multiplexers | 14.3
AND-OR/OR-AND | 3.81
AND/OR/NAND/NOR | 1.57
==> worst max path at each step <==
stage,startpoint,end,cells after the start
4_1_cts,address[3],readData[30],22
5_1_grt,address[3],readData[14],21
6_report,address[3],readData[30],22
==> state kept, by name, summed over array words and instances, names as in the netlist <==
register / count
b0: 8192
b1: 8192
b2: 8192
b3: 8192
==> metal layers <==
layer | global-route usage (%) | vias to the layer above | share of wire, %
met5 | 3.53 | - | 0.50
li1 | - | 265000 | -
met4 | 9.26 | 431 | 6.0
met3 | 19.9 | 7835 | 22
met2 | 27.9 | 45600 | 44
met1 | 17.9 | 315000 | 28
==> through the flow <==
stage | std cells | hold slack (ps) | utilization (%) | setup WS (ps)
6_report | 124000 | 35670 | 34.8 | 99350
5_1_grt | 124000 | 35630 | 34.8 | 98980
4_1_cts | 123000 | 35530 | 34.7 | 99570
3_5_place_dp | 117000 | 37430 | 32.3 | 99590
3_3_place_gp | 117000 | 37410 | 32.3 | 99670
2_1_floorplan | 61800 | 37100 | - | 108500
==> worst max-delay path, cell delays in order <==
cell	delay, ps
buf_16	380
buf_4	580
buf_4	700
buf_4	780
buf_4	570
buf_4	660
buf_4	640
buf_4	630
buf_4	720
buf_4	740
buf_4	710
mux2i_1	270
o22ai_1	100
nor4_1	330
buf_4	220
nand2_1	460
mux4_2	720
a22oi_2	420
buf_4	390
nand4_1	240
buf_4	290
clkdlybuf4s50_1	420
==> final cells by class <==
type | count | area [sq um]
tap | 55100 | 69000
fill | 377000 | 2700000
multi-input combinational | 25300 | 255000
timing repair buffer | 3983 | 31500
clock buffer | 4035 | 84000
antenna | 779 | 1950
sequential | 32800 | 984000
inverter | 4 | 25.0
clock inverter | 1825 | 15400
==> cells in the final DEF (no fill, tap or decap), types with 45 or more instances in the layout <==
cell type,Yosys,routed
buf_12,0,97
or4_1,168,167
o21ai_0,521,517
a22o_1,124,124
o2111a_1,57,57
clkinv_8,0,45
nand2_1,897,827
clkinv_1,0,900
clkbuf_1,1700,796
mux2_2,139,139
edfxtp_1,32800,32800
clkinv_2,0,496
o2111ai_1,131,125
mux2i_1,11100,11100
buf_4,171,3811
mux4_2,2922,2922
nor3_1,241,241
nand4_1,48,48
a311oi_2,0,50
a221o_1,59,59
diode_2,0,779
clkbuf_16,0,3239
nand2_4,0,63
nor2_4,0,1037
nor4_2,0,45
nor2_1,1355,318
clkinv_16,0,81
bufinv_16,0,160
inv_6,0,57
nor4_1,1097,1052
o211ai_1,70,70
a221oi_1,108,103
o22ai_1,5088,5088
a22oi_1,719,682
Power figures rest on the tool's default switching activity, not on a simulated workload.
