`/design/flow/run.sh`:
```
#!/bin/bash
# OpenROAD 26Q1-2900-gdf79404cd8, Yosys 0.63+post, stock flow scripts
make -C /OpenROAD-flow-scripts/flow DESIGN_CONFIG=/design/flow/config.mk WORK_HOME=/design/flow/orfs finish
```
`/design/flow/config.mk`:
```
export PLATFORM = sky130hd
export DESIGN_NAME = immGen
export DESIGN_NICKNAME = immGen
export VERILOG_FILES = /design/flow/design.v
export SDC_FILE = /design/flow/constraint.sdc
export NUM_CORES = 4
export LEC_CHECK = 1
export CORE_AREA = 10 10 70 70
export DIE_AREA = 0 0 80 80
```
`/design/flow/constraint.sdc`:
```
current_design immGen

set clk_period 1.0
set clk_io_pct 0.2

create_clock -name clk0 -period $clk_period

set non_clock_inputs [all_inputs -no_clocks]
set_input_delay [expr $clk_period * $clk_io_pct] -clock clk0 $non_clock_inputs
set_output_delay [expr $clk_period * $clk_io_pct] -clock clk0 [all_outputs]
```
`/design/flow/design.v`:
```
module immGen(
    input [1:0] immSel,
    input [31:0] instruction,
    output [31:0] immOut,
);
wire [31:0] immI, immS, immB;
assign immI = {{20{instruction[31]}}, instruction[31:20]};
assign immS = {{20{instruction[31]}}, instruction[31:25], instruction[11:7]};
assign immB = {{19{instruction[31]}}, instruction[31], instrcution[7], instrcution[30:25], instrcution[11:8], 1'b0};
assign immOut = (immSel == 2'b00) ? immI : (immSel == 2'b01) ? immS : (immSel == 2'b10) ? immB : 32'b0;
endmodule 
```
==> results_slide.txt <==
Physical Implementation Snapshot

Outcome
  – Outcome: finished with violations
  – Failing checks: setup timing

Placed design
  – Hpwl dp: 1250 um
  – Placed cells: roughly 120
  – Placer congestion estimate: 0.754
  – Placement-stage cell area: approximately 730 um2
  – IO buf count: between 50 and 60
  – Pre-CTS WS: -0.784 ns

Flow run
  – Max-Cap Viols: 0
  – Tool warnings: about 50

Final layout
  – Non-filler cells, final: 129
  – Cell area after layout: between 800 and 900 um2
  – Layout cell share with drive strength beyond 1: 0.651
  – FF+latch count: 0
  – Register Area: 0 um2
  – Commonest Layout Cell: buf_6
  – Clock Buffer Count: 0
  – Logic area: between 150 and 200 um2
  – Most instantiated logic cells after routing: buf_6 (29), dlygate4sd2_1 (14), buf_2 (11)
  – Filler cells: around 360
  – Area delta synth->final: 206%

Logic synthesis
  – Yosys warns: 4
  – Top-area cell share: 0.533
  – Synth area leader: buf_4
  – Synth Cell Area: around 280 um2
  – Top non-seq family: buffers and inverters
  – Compound-Gate Fraction of Synth Area: 0.0267
  – XORs/XNORs by Area: 0
  – Area fraction in full adders, half adders and majority gates: 0
  – Average cell area after synthesis: approximately 7.2 um2
  – YS chip area: about 280 um2
  – Post-synth seq share: 0
  – Post-Syn Instances: 39
  – Yosys cell count: 39
  – Mux cell area share after synthesis: 0.178
  – Simple share: 0.222
  – Top cells, area: buf_4 (53%), mux2i_1 (18%), nor2b_1 (16%), nor2_1 (6.7%), buf_6 (4.0%)
  – Unique cell type count in the Yosys netlist: 6

Detailed routing
  – Diode count: 0
  – Post-route ant nets: 0
  – DRT Pass-1 Iters: 1
  – Drt initial violations: 0
  – Total Routed Length: approximately 1700 um
  – DR WL/cell: between 10 and 15 um
  – Via Count: 418
  – Vias per inst: approximately 3.2
  – Remaining DRCs: 0

Timing
  – Relative slew slack: 0.884
  – Setup WS post-layout: -0.0975 ns
  – Worst Hold Slack: around 0.73 ns
  – RSZ-0062 raised after global routing: yes
  – Max-slew violations: 0
  – Final Hold Viols: 0
  – Final Setup Violations: 18
  – Clock period minus worst slack: around 1.1 ns
  – Peak Freq: between 900 and 1000 MHz
  – Worst slew pin tran: around 0.17 ns
  – Cycle use final: 1.10

Die
  – I/O pins: about 66
  – Die X: about 80 um
  – Row count: 21
  – FP Core Util: 0.0824
  – Die height: ~80 um
  – Core area: around 3400 um2
  – Die area: between 6000 and 7000 um2

GRT
  – Largest net degree at the start of global routing: 9
  – First-pass GRT wire length: between 2000 and 2500 um
  – Initial antenna violation count: 0
  – Total grt overflow: 0
  – Vias in the first global route: ~550
  – GRT Util Overall: 0.0473

Power
  – Maximum VDD drop: around 0.13 mV
  – LEAKAGE: approximately 0.00044 uW
  – Design Power: about 360 uW
  – PD cells: between 400 and 500 nW/um2

Worst setup path
  – Worst Path Required: around 0.8 ns
  – Startpoint types: input port
  – Worst Path Arrival: ~0.90 ns
  – Critical path class: in2out
  – Crit path from: instruction[31]
  – Setup crit end kind: output pin
  – Critical Path Fanout Max: 3

Hold path
  – Hold Crit Start: immSel[1]
  – Worst min path class: in2out
path summary, 6_finish.rpt:
kind | end | cells past startpoint | slack (ns)
max | immOut[28] | 6 | -0.1
min | immOut[7] | 4 | 0.73
synthesized netlist by cell type, drive strengths merged:
master	n
mux2i	5
nor2	5
a21boi	1
buf	21
nor2b	7
power breakdown:
group,switching [uW],internal (uW),total (uW)
Clock,0,0,0
Sequential,0,0,0
Combinational,101,258,359
Total,101,258,359
what timing repair did:
item                                    4_1_cts  5_1_grt
setup buffers                                13        1
pin swaps                                     5        5
hold buffers                                  0        0
cloned                                        3        0
gates resized                               156       16
endpoints found under the hold margin         0        0
endpoints found under the setup margin       32       30
per-stage QoR:
| step | utilization | TNS (ns) |
|---|---|---|
| floorplan | - | -0.174 |
| global placement | 0.215 | -23.66 |
| detailed placement | 0.215 | -23.87 |
| CTS | 0.270 | -4.78 |
| global route | 0.252 | -1.53 |
| finish | 0.252 | -0.503 |
critical path, stage by stage:
cell	delay, ns
buf_6	0.09
a21boi_4	0.13
buf_6	0.13
buf_16	0.12
buf_12	0.12
buf_6	0.10
per-layer routing:
layer,global-route usage,up-vias,share of wire
met5,0,-,0
met4,0.00704,0,0.024
met3,0.0386,4,0.25
met2,0.0787,55,0.37
met1,0.0455,169,0.36
li1,-,190,-
cell type report:
| cell class | instances | share of cell area |
|---|---|---|
| Timing Repair Buffer | 65 | 0.757 |
| Multi-Input combinational cell | 18 | 0.176 |
| Tap cell | 46 | 0.0669 |
cell families (layout without fill, tap and decap cells):
family | Yosys count | in the layout
AOI/OAI and AO/OA | 1 | 1
buffers and inverters | 21 | 65
muxes | 5 | 5
and+or+nand+nor | 12 | 12
Power and IR drop assume default switching activity.
