### ./run.sh
#!/bin/bash
# OpenROAD 26Q1-2900-gdf79404cd8, Yosys 0.63+post, stock flow scripts
make -C /OpenROAD-flow-scripts/flow DESIGN_CONFIG=/design/flow/config.mk WORK_HOME=/design/flow/orfs finish
### ./config.mk
export PLATFORM = sky130hd
export DESIGN_NAME = RegFile
export DESIGN_NICKNAME = RegFile
export VERILOG_FILES = /design/flow/design.v
export SDC_FILE = /design/flow/constraint.sdc
export NUM_CORES = 4
export LEC_CHECK = 1
export CORE_UTILIZATION = 50
### ./constraint.sdc
current_design RegFile

set clk_period 7.5
set clk_io_pct 0.2

create_clock -name clk0 -period $clk_period [get_ports {clk}]

set non_clock_inputs [all_inputs -no_clocks]
set_input_delay [expr $clk_period * $clk_io_pct] -clock clk0 $non_clock_inputs
set_output_delay [expr $clk_period * $clk_io_pct] -clock clk0 [all_outputs]
### ./design.v
module RegFile(
    input clk,
    input RegWrite,
    input [4:0] rs1, rs2, rd,
    input [31:0] writeData,
    output [31:0] readData1,
    output [31:0] readData2,
);
reg [31:0] registers [0:31];
assign readData1 = registers[rs1];
assign readData2 = registers[rs2];
always @(posedge clk) begin 
    if(RegWrite && rd != 0)
        registers[rd] <= writeData;
end
endmodule
==> results.sh <==
# implementation run metrics
export IMPL_status="completed"
export IMPL_post_cts_resized=0
export IMPL_die_w_um=314.3
export IMPL_viasPerCell=6.400
export IMPL_cap_violations=0
export IMPL_fmax_mhz=161.3
export IMPL_htreeDepth=3
export IMPL_synthXorXnorAreaFrac=0
export IMPL_hold_path_cell_count=2
export IMPL_drt_wirelength_per_cell_um=31.42
export IMPL_design_die_area_um2=98770
export IMPL_yosysWarnings=1
export IMPL_min_path_type="primary input to flop"
export IMPL_numCtsBuffers=107
export IMPL_slew_headroom=0.3647
export IMPL_gp_congestion=0.8985
export IMPL_dp_hpwl_mm=86.94
export IMPL_antenna_found_initial=4
export IMPL_yosys_stat_area_um2=48760
export IMPL_placed_area_um2=51790
export IMPL_postRouteAntennaNets=0
export IMPL_finalWirelength_mm=153.7
export IMPL_syn_avg_cell_area_um2=14.40
export IMPL_grt_pass1_vias=32890
export IMPL_cts_sinks=1024
export IMPL_fp_util=0.5042
export IMPL_post_route_cell_area_um2=55060
export IMPL_crit_required_ns=6.00
export IMPL_setup_viol=0
export IMPL_largest_register_ff_count=1024
export IMPL_endpoint_kind="output port"
export IMPL_fp_dieH_um=314.3
export IMPL_setup_worst_path_class="primary input to output port"
export IMPL_ys_sh_mux=0.2102
export IMPL_postCtsSetupBuffers=0
export IMPL_cts_tree="yes"
export IMPL_core_um2=96710
export IMPL_clkTransAtPathRegs_ns=0.06
export IMPL_drtIter0Drc=2490
export IMPL_ys_async_sr_fraction=0
export IMPL_fp_row_count=114
export IMPL_drt_first_pass_iters=6
export IMPL_lay_top_cells="mux2i_1, edfxtp_1, nand3_1"
export IMPL_ys_cells=3386
export IMPL_power_leakage_nw=20.35
export IMPL_fin_setup_tns_ns=0
export IMPL_syn_cell_area_um2=48760
export IMPL_period_minus_slack_ns=6.201
export IMPL_tool_warnings=26
export IMPL_reg_top3="registers (1024)"
export IMPL_ys_seq_elements=1024
export IMPL_clock_path_buffers=3
export IMPL_fin_crit_sh=0.8268
export IMPL_pin_count=113
export IMPL_synth_adder_area_share=0
export IMPL_synth_cells=3386
export IMPL_ys_sh_aoi=0.08048
export IMPL_grt_total_usage=0.3447
export IMPL_start_kind="primary input"
export IMPL_worst_pin_slew_ns=0.9509
export IMPL_edf_count=1024
export IMPL_postSynthSeqShare=0.6307
export IMPL_numPortBuffers=112
export IMPL_rsz0062_at_grt="no"
export IMPL_num_vias=31300
export IMPL_ys_top_logic_family="multiplexers"
export IMPL_cts_root_buf="clkbuf_16"
export IMPL_ir_drop_v=0.0001950
export IMPL_slew_violations=0
export IMPL_cp_max_fo=28
export IMPL_ff_type="edfxtp_1"
export IMPL_grt_max_degree=97
export IMPL_drive_above_1_share=0.09297
export IMPL_ys_sh_simple=0.04709
export IMPL_grt_pass1_wl_mm=221.7
export IMPL_synth_cell_type_count=24
export IMPL_grt_ovfl_total=0
export IMPL_arrival_ns=4.70
export IMPL_cts_hold_buf=0
export IMPL_hold_viol=0
export IMPL_syn2layout_area_growth_pct=12.93
export IMPL_powerDensity_nw_per_um2=229.9
export IMPL_regMostFlops="registers"
export IMPL_drc=0
## worst paths after layout
path	startpoint	end
setup / recovery	rs1[0]	readData1[15]
hold / removal	writeData[22]	registers[9][22]
## synth_stat cells (3+ instances only)
library cell,instances,area (µm²)
a31oi_1,64,400.4
a22oi_1,192,1441
or3b_2,3,26.28
buf_2,62,310.3
buf_6,37,416.7
clkbuf_1,82,307.8
a21oi_1,192,960.9
nor2_1,34,127.6
nand3b_1,5,37.54
nand3_1,194,970.9
a22o_1,128,1121
clkbuf_4,4,30.03
nand2b_1,4,25.02
mux2i_1,1024,10250
buf_4,57,427.9
nor3_1,64,320.3
nand2_1,195,732.0
buf_1,11,41.29
nor2b_1,4,25.02
edfxtp_1,1024,30750
## layer usage
layer  global-route usage  up-vias  wire [µm]
met1               0.4575    15260      53750
met4              0.08537        8       5077
met3               0.2455      295      26330
li1                     -    13680          -
met2               0.4812     2066      68390
met5              0.01354        -        121
## logic make-up (layout without fill, tap and decap cells)
group                  count (synthesis)  after routing
buffers and inverters                253            450
flip-flops                          1024           1024
multiplexers                        1024           1024
other                                  1             33
AND-OR/OR-AND                        576            576
AND/OR/NAND/NOR                      508            508
## area by class of cell
type | instances | area [µm²]
fillers | 7250 | 41650
flip-flops and latches | 1024 | 30750
multi-input cells | 2140 | 16890
clock buffers | 136 | 2850
repair buffers | 257 | 2557
well taps | 1276 | 1597
clock inverters | 57 | 417.9
diodes | 1 | 2.502
## power breakdown
part           total (mW)  internal [mW]  switching [mW]  leakage (nW)
Sequential           6.42           6.38          0.0335          9.25
Combinational        1.22          0.463           0.757          9.50
Clock                5.02           2.87            2.15          1.60
Total                12.7           9.71            2.95          20.4
## through the flow
step	utilization	std cells	hold WS [ns]	setup WS (ns)	total power [mW]
2_1_floorplan	-	3417	1.599	3.445	7.197
3_3_place_gp	0.5355	4697	2.330	1.320	7.725
3_5_place_dp	0.5355	4697	2.338	1.303	7.739
4_1_cts	0.5693	4890	1.623	1.309	12.70
5_1_grt	0.5693	4890	1.665	1.183	13.02
6_report	0.5694	4891	1.642	1.299	12.66
## worst max-delay path: stages
cell and delay (ns):
clkdlybuf4s50_1 0.63, nor2b_4 0.69, buf_4 0.55, a22o_1 0.20, nor3_1 0.05, a31oi_1 0.26
nand3_1 0.30, clkdlybuf4s50_1 0.49
Power and IR drop assume default switching activity.
